**flow/run.sh**
```bash
#!/bin/bash
# OpenROAD 26Q1-2900-gdf79404cd8, Yosys 0.63+post, stock flow scripts
make -C /OpenROAD-flow-scripts/flow DESIGN_CONFIG=/design/flow/config.mk WORK_HOME=/design/flow/orfs finish
```
**flow/config.mk**
```make
export PLATFORM = sky130hd
export DESIGN_NAME = TopLevel432
export DESIGN_NICKNAME = TopLevel432
export VERILOG_FILES = /design/flow/design.v
export SDC_FILE = /design/flow/constraint.sdc
export NUM_CORES = 4
export LEC_CHECK = 1
export CORE_UTILIZATION = 30
```
**flow/constraint.sdc**
```tcl
current_design TopLevel432

set clk_period 4.4
set clk_io_pct 0.2

create_clock -name clk0 -period $clk_period [get_ports {clk}]

set non_clock_inputs [all_inputs -no_clocks]
set_input_delay [expr $clk_period * $clk_io_pct] -clock clk0 $non_clock_inputs
set_output_delay [expr $clk_period * $clk_io_pct] -clock clk0 [all_outputs]
```
**flow/design.v**
```verilog
module DecodeChan(I, Chan);
  input[8:0] I;
  output[3:0] Chan;
  wire Iand, Ib8, Ib1, Ib2, Ib3, Ib5, I56, I245, I3456, I1256;
  and Iandgate(Iand, I[0], I[1], I[2], I[3], I[4], I[5], I[6], I[7]);
  not Ib8gate(Ib8, I[8]);
  nor Chan3(Chan[3], Iand, Ib8);
  not Ib1gate(Ib1, I[1]);
  not Ib2gate(Ib2, I[2]);
  not Ib3gate(Ib3, I[3]);
  not Ib5gate(Ib5, I[5]);
  nand I56gate(I56, Ib5, I[6]);
  nand I245gate(I245, Ib2, I[4], I[5]);
  nand I3456gate(I3456, Ib3, I[4], I[5], I[6]);
  nand I1256gate(I1256, Ib1, I[2], I[5], I[6]);
  nand Chan2(Chan[2], I[4], I[6], I[7], I56);
  nand Chan1(Chan[1], I[6], I[7], I245, I3456);
  nand Chan0(Chan[0], I[7], I56, I1256, I3456);
endmodule  
module EncodeChan(E, A, B, C, PA, PB, PC, I);
  input[8:0] E, A, B, C; 
  input PA, PB, PC;
  output[8:0] I;
  wire [8:0] APA, BPB, CPC;
  nand APA0(APA[0], A[0], PA);
  nand APA1(APA[1], A[1], PA);
  nand APA2(APA[2], A[2], PA);
  nand APA3(APA[3], A[3], PA);
  nand APA4(APA[4], A[4], PA);
  nand APA5(APA[5], A[5], PA);
  nand APA6(APA[6], A[6], PA);
  nand APA7(APA[7], A[7], PA);
  nand APA8(APA[8], A[8], PA);
  nand BPB0(BPB[0], B[0], PB);
  nand BPB1(BPB[1], B[1], PB);
  nand BPB2(BPB[2], B[2], PB);
  nand BPB3(BPB[3], B[3], PB);
  nand BPB4(BPB[4], B[4], PB);
  nand BPB5(BPB[5], B[5], PB);
  nand BPB6(BPB[6], B[6], PB);
  nand BPB7(BPB[7], B[7], PB);
  nand BPB8(BPB[8], B[8], PB);
  nand CPC0(CPC[0], C[0], PC);
  nand CPC1(CPC[1], C[1], PC);
  nand CPC2(CPC[2], C[2], PC);
  nand CPC3(CPC[3], C[3], PC);
  nand CPC4(CPC[4], C[4], PC);
  nand CPC5(CPC[5], C[5], PC);
  nand CPC6(CPC[6], C[6], PC);
  nand CPC7(CPC[7], C[7], PC);
  nand CPC8(CPC[8], C[8], PC);
  nand I0(I[0], E[0], APA[0], BPB[0], CPC[0]);
  nand I1(I[1], E[1], APA[1], BPB[1], CPC[1]);
  nand I2(I[2], E[2], APA[2], BPB[2], CPC[2]);
  nand I3(I[3], E[3], APA[3], BPB[3], CPC[3]);
  nand I4(I[4], E[4], APA[4], BPB[4], CPC[4]);
  nand I5(I[5], E[5], APA[5], BPB[5], CPC[5]);
  nand I6(I[6], E[6], APA[6], BPB[6], CPC[6]);
  nand I7(I[7], E[7], APA[7], BPB[7], CPC[7]);
  nand I8(I[8], E[8], APA[8], BPB[8], CPC[8]);
endmodule  
module PriorityA(E, A, PA, X1);
  input[8:0] E, A;
  output     PA;
  output[8:0] X1;
  wire [8:0] Ab, EAb;
  not Ab0(Ab[0], A[0]);
  not Ab1(Ab[1], A[1]);
  not Ab2(Ab[2], A[2]);
  not Ab3(Ab[3], A[3]);
  not Ab4(Ab[4], A[4]);
  not Ab5(Ab[5], A[5]);
  not Ab6(Ab[6], A[6]);
  not Ab7(Ab[7], A[7]);
  not Ab8(Ab[8], A[8]);
  nand EAb0(EAb[0], Ab[0], E[0]); 
  nand EAb1(EAb[1], Ab[1], E[1]); 
  nand EAb2(EAb[2], Ab[2], E[2]); 
  nand EAb3(EAb[3], Ab[3], E[3]); 
  nand EAb4(EAb[4], Ab[4], E[4]); 
  nand EAb5(EAb[5], Ab[5], E[5]); 
  nand EAb6(EAb[6], Ab[6], E[6]); 
  nand EAb7(EAb[7], Ab[7], E[7]); 
  nand EAb8(EAb[8], Ab[8], E[8]); 
  and PAigate(PAi,EAb[0],EAb[1],EAb[2],EAb[3],EAb[4],EAb[5],EAb[6],EAb[7]);
  nand PAgate(PA,PAi,EAb[8]);
  xor X10(X1[0], PA, EAb[0]);
  xor X11(X1[1], PA, EAb[1]);
  xor X12(X1[2], PA, EAb[2]);
  xor X13(X1[3], PA, EAb[3]);
  xor X14(X1[4], PA, EAb[4]);
  xor X15(X1[5], PA, EAb[5]);
  xor X16(X1[6], PA, EAb[6]);
  xor X17(X1[7], PA, EAb[7]);
  xor X18(X1[8], PA, EAb[8]);
endmodule  
module PriorityB(E, X1, B, PB, X2);
  input[8:0] E, X1, B;
  output     PB;
  output[8:0] X2;
  wire [8:0] Eb, EbB, XEB;
  not Eb0(Eb[0], E[0]);
  not Eb1(Eb[1], E[1]);
  not Eb2(Eb[2], E[2]);
  not Eb3(Eb[3], E[3]);
  not Eb4(Eb[4], E[4]);
  not Eb5(Eb[5], E[5]);
  not Eb6(Eb[6], E[6]);
  not Eb7(Eb[7], E[7]);
  not Eb8(Eb[8], E[8]);
  nor EbB0(EbB[0], Eb[0], B[0]);
  nor EbB1(EbB[1], Eb[1], B[1]);
  nor EbB2(EbB[2], Eb[2], B[2]);
  nor EbB3(EbB[3], Eb[3], B[3]);
  nor EbB4(EbB[4], Eb[4], B[4]);
  nor EbB5(EbB[5], Eb[5], B[5]);
  nor EbB6(EbB[6], Eb[6], B[6]);
  nor EbB7(EbB[7], Eb[7], B[7]);
  nor EbB8(EbB[8], Eb[8], B[8]);
  nand XEB0(XEB[0], EbB[0], X1[0]); 
  nand XEB1(XEB[1], EbB[1], X1[1]); 
  nand XEB2(XEB[2], EbB[2], X1[2]); 
  nand XEB3(XEB[3], EbB[3], X1[3]); 
  nand XEB4(XEB[4], EbB[4], X1[4]); 
  nand XEB5(XEB[5], EbB[5], X1[5]); 
  nand XEB6(XEB[6], EbB[6], X1[6]); 
  nand XEB7(XEB[7], EbB[7], X1[7]); 
  nand XEB8(XEB[8], EbB[8], X1[8]); 
  and PBigate(PBi,XEB[0],XEB[1],XEB[2],XEB[3],XEB[4],XEB[5],XEB[6],XEB[7]); 
  nand PBgate(PB,PBi,XEB[8]);
  xor X20(X2[0], PB, XEB[0]);
  xor X21(X2[1], PB, XEB[1]);
  xor X22(X2[2], PB, XEB[2]);
  xor X23(X2[3], PB, XEB[3]);
  xor X24(X2[4], PB, XEB[4]);
  xor X25(X2[5], PB, XEB[5]);
  xor X26(X2[6], PB, XEB[6]);
  xor X27(X2[7], PB, XEB[7]);
  xor X28(X2[8], PB, XEB[8]);
endmodule  
module PriorityC(E, X1, X2, C, PC);
  input[8:0] E, X1, X2, C;
  output     PC;
  wire [8:0] Eb, EbC, XEC;
  not Eb0(Eb[0], E[0]);
  not Eb1(Eb[1], E[1]);
  not Eb2(Eb[2], E[2]);
  not Eb3(Eb[3], E[3]);
  not Eb4(Eb[4], E[4]);
  not Eb5(Eb[5], E[5]);
  not Eb6(Eb[6], E[6]);
  not Eb7(Eb[7], E[7]);
  not Eb8(Eb[8], E[8]);
  nor EbC0(EbC[0], Eb[0], C[0]);
  nor EbC1(EbC[1], Eb[1], C[1]);
  nor EbC2(EbC[2], Eb[2], C[2]);
  nor EbC3(EbC[3], Eb[3], C[3]);
  nor EbC4(EbC[4], Eb[4], C[4]);
  nor EbC5(EbC[5], Eb[5], C[5]);
  nor EbC6(EbC[6], Eb[6], C[6]);
  nor EbC7(EbC[7], Eb[7], C[7]);
  nor EbC8(EbC[8], Eb[8], C[8]);
  nand XEC0(XEC[0], EbC[0], X1[0], X2[0]); 
  nand XEC1(XEC[1], EbC[1], X1[1], X2[1]); 
  nand XEC2(XEC[2], EbC[2], X1[2], X2[2]); 
  nand XEC3(XEC[3], EbC[3], X1[3], X2[3]); 
  nand XEC4(XEC[4], EbC[4], X1[4], X2[4]); 
  nand XEC5(XEC[5], EbC[5], X1[5], X2[5]); 
  nand XEC6(XEC[6], EbC[6], X1[6], X2[6]); 
  nand XEC7(XEC[7], EbC[7], X1[7], X2[7]); 
  nand XEC8(XEC[8], EbC[8], X1[8], X2[8]); 
  and PCigate(PCi, XEC[0],XEC[1],XEC[2],XEC[3],XEC[4],XEC[5],XEC[6],XEC[7]);
  nand PCgate(PC, PCi, XEC[8]);
endmodule  
module TopLevel432 (E_in, A_in, B_in, C_in, PA_out, PB_out, PC_out, Chan_out,clk);
  input[8:0]	E_in, A_in, B_in, C_in;
  output     	PA_out, PB_out, PC_out;
  output[3:0]   Chan_out;
  reg [8:0]     reg_Ein, reg_Ain, reg_Bin, reg_Cin;
  reg 			reg_PA,reg_PB,reg_PC;
  reg [3:0]		reg_Chan_out;
  input clk;
  wire [8:0]    E, A, B, C;
  wire [8:0] 	X1, X2, I;
  wire 			PA,PB,PC;
  wire [3:0]	Chan;
  PriorityA M1(E, A, PA, X1);
  PriorityB M2(E, X1, B, PB, X2);
  PriorityC M3(E, X1, X2, C, PC);
  EncodeChan M4(E, A, B, C, PA, PB, PC, I);
  DecodeChan M5(I, Chan);
  always @ (posedge clk)
  begin
  		reg_Ein <= E_in;
  		reg_Ain <= A_in;
  		reg_Bin <= B_in;
  		reg_Cin <= C_in;
  		reg_PA  <= PA;
  		reg_PB  <= PB;
  		reg_PC  <= PC;
  		reg_Chan_out <= Chan;
  end
  assign E = reg_Ein;
  assign A = reg_Ain;
  assign B = reg_Bin;
  assign C = reg_Cin;
  assign PA_out = reg_PA;
  assign PB_out = reg_PB;
  assign PC_out = reg_PC;
  assign Chan_out = reg_Chan_out;
endmodule  
```
==> impl_metrics.ini <==
; yosys + openroad results
[logic_synthesis]
synth_cells = 175
syn-mean-instance-area_um2 = 10.1
synth_seq_share_pct = 48.6
synth_top_area_share_pct = 48.6
ys_area_um2 = 1770
ys_warn_count = 4
syn_area_um2 = 1770
synth_cell_types = 48
ys.flops = 43
ys_cells = 175
top_cells_by_area = dfxtp_1 (49%), nand2b_1 (5.6%), a21oi_1 (2.5%)
synthArstFlopShare_pct = 0
synth_top_cell_by_area = dfxtp_1
synthFlopType = dfxtp_1
edf_count = 0

[drt]
routed_wl_um = 4280
wl_per_cell_um = 14.5
drc = 0
vias = 1500
final_antenna_net_count = 0
via_per_inst = 5.07
dr.first_iter.drc_count = 88
insertedDiodeCount = 0
drt_pass1_iterations = 4

[setup_path]
critPathRequiredTime_ns = 4.58
path_class = flop to flop
slowest_delay_ns = 0.45
crit_path_cell_trace = and2b_1 > nor4_2 > and3_4 > inv_2 > o221a_4 > inv_2 > a211oi_2 > nor4b_4 > inv_2 > a221o_1 > o31a_1
startpoint_type = flop
worst_ep_arrival_time_ns = 3.23
worstSetupEndpointType = flop
r2r_setup_slack_ns = 1.36
slowest_stage = nor4b_4
cp_max_fo = 14
cpMostUsedCell = inv_2

[clock_tree]
max-clock-path-buffers = 2
hold_buffers = 0
cts_tree = yes
clk_pin_slew_ns = 0.07
root_buffer = clkbuf_8
cts_buffers = 5
cts_setup_buffers = 0
cts_resized = 0
clkLatencyLatePin_ns = 0.29
cts_sinks = 43
cts_max_level = 2

[min_path]
hp-class = flop to flop

[timing]
finalClockSkew_ns = 0.00749
setup_tns_ns = 0
slew_viol_final = 0
fin_crit_ns = 3.04
hold_viol_final = 0
setup_ws_ns = 1.36
rsz0062_at_grt = no
worstMarginPinSlew_ns = 0.646
timing.slew.headroom_pct = 56.9
max_freq_mhz = 329
period_used_pct = 69.1
setup_violations = 0

[power]
power.density_nw_per_um2 = 383
ir_worst_vdd_mv = 0.171
p_leak_nw = 0.920
power.total_mw = 0.919

[global_route]
grt_util_all_layers_pct = 15.0
grt_pass1_wl_um = 7080
grt_pass1_vias = 1447
overflow = 0
grt_max_degree = 15
antenna_found_initial = 0

[place]
dp_cells = 288
port_buffers = 43
place_hpwl_um = 3360
dp_slack_ns = 1.42
gp_congestion = 0.979

[finish]
area.growth.synth_to_final_pct = 35.3
drive_above_1_share_pct = 12.5
fillers = 566
final_cells = 296

[floorplanning]
die-area_um2 = 6220
rows = 27
fp.dieH_um = 78.9
ioPinCount = 44
fp_util_pct = 31.6
dieWidth_um = 78.9
coreArea_um2 = 5610

[run]
maxCapViolCount = 0
warning_count = 25

[outcome]
run_status = finished clean
## stage by stage
step / cell area (µm²) / hold slack, ns / util [%]
after floorplan: 1770 / 0.581 / -
after global placement: 2280 / 0.611 / 40.6
after detailed placement: 2280 / 0.619 / 40.6
after CTS: 2400 / 0.638 / 42.7
after global routing: 2400 / 0.658 / 42.7
final: 2400 / 0.633 / 42.7
## sequential cells by signal, summed over array words and instances (netlist names)
register and count:
reg_Ain 9, reg_Bin 9, reg_Cin 9, reg_Ein 9, reg_Chan_out 4, reg_PA 1, reg_PB 1, reg_PC 1
## synthesized netlist by cell type (2+ instances only)
cell type	number
a221oi_1	2
o211ai_1	2
a221o_1	2
o32a_1	3
a31oi_1	4
nor4_2	2
inv_1	9
nor2b_1	7
nand3b_1	2
or2_2	3
o21ai_0	5
inv_2	3
nand2b_1	16
nand2_1	9
or4_1	2
a21oi_1	9
nor3_1	3
nor4_1	2
a211oi_2	2
o22ai_1	7
o31a_1	2
nand4_1	3
dfxtp_1	43
or2b_1	2
a31o_2	2
nor2_1	6
a211oi_1	2
## critical path: cells and delay by family (launching register included)
family	cells	cell delay, ns
simple gates	4	1.25
compound gates	4	0.89
buf+inv	3	0.38
flops	1	0.41
## cell usage in the layout, fill, tap and decap left out, types with 6 or more instances in the layout
| cell type | count |
|---|---|
| clkdlybuf4s50_1 | 43 |
| o22ai_1 | 7 |
| nand2_1 | 9 |
| nor2_1 | 6 |
| a21oi_1 | 9 |
| nor2b_1 | 7 |
| nand2b_1 | 16 |
| inv_1 | 9 |
| dfxtp_1 | 43 |
| clkbuf_8 | 6 |
## power by group
part | switching [mW] | total [mW] | internal [mW] | leakage (nW)
Clock | 0.130 | 0.317 | 0.187 | 0.0618
Combinational | 0.0666 | 0.163 | 0.0966 | 0.495
Sequential | 0.0195 | 0.439 | 0.420 | 0.363
Total | 0.216 | 0.919 | 0.703 | 0.920
## per-layer routing
metal | GRT usage [%] | part of all wire (%) | vias up
met5 | 0 | 0 | -
li1 | - | - | 744
met4 | 4.73 | 3.0 | 0
met3 | 3.38 | 6.6 | 12
met2 | 22.3 | 44 | 67
met1 | 22.1 | 47 | 677
## cell type report
type	count	area [µm²]	area share (%)
clock buffers	6	82.6	3.44
clock inverters	2	38.8	1.62
inverters	12	45.0	1.88
multi-input cells	118	850	35.4
flip-flops and latches	43	861	35.9
well taps	72	90.1	3.76
repair buffers	43	430	18.0
## final timing paths
path,from,endpoint,cells after the start
worst min-delay path,reg_Cin[8],reg_Chan_out[3],2
worst min register to register,reg_Cin[8],reg_Chan_out[3],2
worst max register to register,reg_Ain[3],reg_Chan_out[3],11
worst max-delay path,reg_Ain[3],reg_Chan_out[3],11
## kinds of logic after synthesis
group / Yosys count / synth area share [%]
AOI/OAI and AO/OA: 53 / 24.3
buffers and inverters: 14 / 3.46
DFF: 43 / 48.6
and+or+nand+nor: 65 / 23.7
No activity file was given, so power comes from the tool's default toggle rates.
